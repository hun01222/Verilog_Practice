File: config.mk
export PLATFORM = sky130hd
export DESIGN_NAME = instructionMemory_P1
export DESIGN_NICKNAME = instructionMemory_P1
export VERILOG_FILES = /design/flow/design.v
export SDC_FILE = /design/flow/constraint.sdc
export NUM_CORES = 4
export LEC_CHECK = 1
export CORE_AREA = 10 10 70 70
export DIE_AREA = 0 0 80 80
export SYNTH_MEMORY_MAX_BITS = 65536
File: constraint.sdc
current_design instructionMemory_P1

set clk_period 1.8
set clk_io_pct 0.2

create_clock -name clk0 -period $clk_period

set non_clock_inputs [all_inputs -no_clocks]
set_input_delay [expr $clk_period * $clk_io_pct] -clock clk0 $non_clock_inputs
set_output_delay [expr $clk_period * $clk_io_pct] -clock clk0 [all_outputs]
File: design.v
module instructionMemory_P1
    #(parameter Width = 32)
(
    input  [Width-1:0] address,
    output [Width-1:0] instruction
);
    reg [9:0] cutAddress;
    reg [Width-1:0] mem[0:1023];
    initial begin
        mem[ 0] = 32'h05FB8263;  
        mem[ 4] = 32'h01DE8D33;  
        mem[ 8] = 32'h01DD0D33;  
        mem[12] = 32'h003D0D02;  
        mem[16] = 32'h000F0D82;  
        mem[20] = 32'h01BD0D33;  
        mem[24] = 32'h00CD8D82;  
        mem[28] = 32'h000D0C03;  
        mem[32] = 32'h000D8C83;  
        mem[36] = 32'h419C1C33;  
        mem[40] = 32'h018F8FB3;  
        mem[44] = 32'h001F0F02;  
        mem[48] = 32'h01EB8263;  
        mem[52] = 32'h01FE8007;  
        mem[56] = 32'h00000F82;  
        mem[60] = 32'h00000F02;  
        mem[64] = 32'h001E8E82;  
        mem[68] = 32'h03DB8863;  
    end
    assign instruction = mem[address];
endmodule
File: run.sh
#!/bin/bash
# OpenROAD 26Q1-2900-gdf79404cd8, Yosys 0.63+post, stock flow scripts
make -C /OpenROAD-flow-scripts/flow DESIGN_CONFIG=/design/flow/config.mk WORK_HOME=/design/flow/orfs finish
==> run notes <==
Observations from the implementation run.

Setup path:
- The worst setup path is launched from an input pin.
- On the worst path, the slowest cell contributes a delay of about 0.19 ns.
- Looking at the critical path, the single cell with the biggest stage delay is sky130_fd_sc_hd__a31oi_1.
- Of all nets on the critical path, the largest fanout is 7.
- The timing report notes that buffer and inverter cells on the critical path total 5.
- Per STA, the worst path accumulates the most delay in the family buffers and inverters.
- Per STA, the worst path is made up of buf_6, buf_12, buf_8, buf_4, nand2b_4, a31oi_1, o21a_1, buf_2.
- Data arrives at the worst endpoint at around 1.4 ns.
- The run puts the required time of the critical path at between 1 and 1.5 ns.
- The run gives the endpoint type of the worst setup path as a primary output.
- Looking at the setup timing report, the critical path kind is input pin to primary output.

Yosys:
- The run gives the post-synthesis instance total as 106.
- The run puts the post-synthesis cell count from yosys at about 110.
- The run puts the average cell area after synthesis at between 6 and 7 um2.
- The chip area line in the Yosys stat output reads ~710 um2.
- The mapped netlist covers 709 um2.
- Sequential cells were found to cover 0% of the synthesized design area.
- The run gives the count of different cell masters after synthesis as 35.
- For this run, the number of Yosys warnings is 1.

Global routing:
- The first global-routing pass estimated roughly 5400 um of wire.
- The run puts the global-route track usage on met2 at roughly 17%.
- The run gives the maximum number of pins on one net before global-route repair as 10.
- The run gives the initial antenna violation count as 0.
- The run gives the routing usage on met3 as under 10%.
- The via count of the first global-routing pass is around 1,100.
- The run puts the overall fraction of global-route tracks in use at ~10%.
- The layer flagged by global routing as most heavily used is met2.
- The global route stage reports its total congestion overflow as 0.
- Global routing used about an eighth of the available met1 tracks.

Timing:
- In the final report, the number of hold violations comes to 0.
- Setup repair after global routing could not meet its margin everywhere.
- The run gives the maximum frequency from static timing analysis as ~560 MHz.
- The run puts the count of final max-slew check failures at 0.
- The run gives the final hold slack as 1.14 ns.
- The run gives the share of the cycle needed by the critical path after routing as a little over nine tenths.
- The run puts the setup violation total in the final timing report at 0.
- The run gives the final critical-path setup slack as 0.0184 ns.
- The run puts the shortest period the worst path allows at approximately 1.8 ns.

Die:
- The run gives the starting density of the core as roughly a fifth.
- The floorplan step set the die height to roughly 80 um.
- The run gives the number of I/O pins as 64.
- The run gives the core footprint as 3420 um2.
- The run gives the number of core rows as 21.
- Per the OpenROAD floorplan log, the width of the die is ~80 um.
- The run gives the overall chip area as 6400 um2.

Finish:
- The run puts the number of flip-flops and latches at 0.
- The run gives the area taken by flip-flops and latches as 0 um2.
- Counting only logic cells after layout, the most numerous master is sky130_fd_sc_hd__buf_4.
- The run gives the synthesis-to-layout area growth as 140%.
- The run gives the number of filler instances in the final layout as approximately 300.
- The most common logic cells in the final layout are 48 x sky130_fd_sc_hd__buf_4, 12 x sky130_fd_sc_hd__buf_6, 9 x sky130_fd_sc_hd__dlygate4sd2_1.
- The run gives the multi-input gate area in the final layout as about 870 um2.
- The layout has 0 clock buffers.
- The layout summary lists the proportion of cells stronger than drive strength 1 as between 60% and 70%.

Placement:
- After its last routability iteration, the placer logged a weighted congestion of 0.923.
- The run gives the number of port buffers as 29.
- The run puts the pre-CTS setup slack at -0.787 ns.
- The run puts the detailed-placement wirelength estimate at approximately 2100 um.

Clocking:
- The report puts the hold buffer count at CTS at 0.

Hold path:
- The path class of the tightest hold or removal check is input pin to primary output.

Job:
- The run puts the number of OpenROAD warnings at between 60 and 70.
- The tool flagged a number of max-cap violations equal to 0.

Power:
- After layout, the design draws a total of around 0.39 mW.
- The script computed a power per unit cell area of 232 nW/um2.
- The worst VDD IR drop from the latest analysis is just under 0.00009 V.
- For this design the static power due to leakage is ~0.83 nW.

Route:
- The run gives the via count as ~1,100.
- The pre-antenna-repair detailed-routing pass consisted of 4 iterations.
- The run puts the initial DRC count at 48.
- The run gives the total inserted antenna cells as 0.
- The run puts the residual antenna-violating net count after detailed routing at 0.
- The run gives the wire length per cell as around 16 um.
- Dividing the detail-routed via count by the number of cells gives approximately 4.6.
- For this run, design rule violations remaining after detail routing come to 0.
- The run puts the total wire length after detailed routing at about 3700 um.

Run status:
- The flow ran to the end, and the final reports show no timing, DRC or antenna violations.
-- cells in the mapped netlist (3+ instances only) --
master	count	area share, %
sky130_fd_sc_hd__nand2_1	8	4.2
sky130_fd_sc_hd__a211oi_1	3	3.2
sky130_fd_sc_hd__o21ai_1	5	3.5
sky130_fd_sc_hd__nor2b_1	6	5.3
sky130_fd_sc_hd__o21ai_0	5	3.5
sky130_fd_sc_hd__nor2_1	9	4.8
sky130_fd_sc_hd__nor3_1	3	2.1
sky130_fd_sc_hd__ha_1	10	18
sky130_fd_sc_hd__inv_1	4	2.1
sky130_fd_sc_hd__a21oi_1	6	4.2
sky130_fd_sc_hd__buf_4	10	11
sky130_fd_sc_hd__nand2b_1	6	5.3
sky130_fd_sc_hd__buf_6	3	4.8
-- through the flow --
step	setup TNS (ns)	util, %	instances	instance area [um2]
floorplan	0	-	112	732
global placement	-15.21	35.5	204	1210
detailed placement	-15.51	35.5	204	1210
CTS	-0.0134	45.6	225	1560
global route	-0.111	49.9	232	1700
finish	0	49.9	232	1700
-- final cells by class --
type / count / area share, %
multi-input cells: 92 / 50.8
repair buffers: 89 / 44.3
well taps: 46 / 3.38
inverters: 5 / 1.54
-- report_power, final --
group          switching, mW  internal (mW)  total [mW]
clock                      0              0           0
sequential                 0              0           0
combinational          0.172          0.223       0.395
-- worst min-delay path, delay by kind of cell --
family | cells | cell delay (ns)
compound gates | 2 | 0.14
buf+inv | 2 | 0.22
simple gates | 1 | 0.07
-- cells by family (layout without fill, tap and decap cells) --
kind of cell    count (synthesis)  count (layout)  synth area share, %
compound gates                 31              31                 28.7
xor+xnor                        1               1                 1.23
fa+ha+maj                      10              10                 17.6
buf+inv                        20              94                 19.4
mux                             1               1                 1.41
other cells                     2               8                 1.06
simple gates                   41              41                 30.5
-- per-layer routing --
layer / up-vias / share of wire, % / wire length (um)
met2: 34 / 46 / 1710
li1: 517 / - / -
met4: 0 / 0.81 / 30
met3: 4 / 7.1 / 263
met1: 521 / 46 / 1710
met5: - / 0 / 0
-- path summary, 6_finish.rpt --
| kind | startpoint | to | cells after the start |
|---|---|---|---|
| max | address[4] | instruction[5] | 8 |
| min | address[5] | instruction[23] | 5 |
-- what timing repair did --
item | CTS | global route
pin swaps | 17 | 10
setup endpoints to repair | 24 | 15
gates resized | 122 | 28
setup buffers | 23 | 8
gates cloned | 1 | 0
No activity file was given, so power comes from the tool's default toggle rates.
