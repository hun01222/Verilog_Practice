==> flow/design.v <==
`timescale 1ps/1ps
module Branch_Predictor (
    input             BranchE,
    input             ZeroE,
    input             PCSrcE,
    input      [31:0] PCD,
    input      [31:0] PCE,
    input      [31:0] PCTargetE,
    input      [6:0]  OP,
    input             clk,
    output reg        FlushD_BP,
    output reg        FlushE_BP,
    output reg        Taken,
    output reg [31:0] P_PC
);
  reg [1:0] branch_predictor_state [255:0];
  reg [31:0] branch_predictor_PC [255:0];
  integer i;
  initial begin
    for(i = 0; i < 255; i = i + 1) begin
      branch_predictor_state[i] = 2'b00;
      branch_predictor_PC[i] = 32'h00000000;
    end
  end
  always @ (posedge clk) begin
    branch_predictor_state[0] = 2'b00;
    if((branch_predictor_PC[PCE]==32'h00000000) && (BranchE)) begin
      branch_predictor_PC[PCE] <= PCTargetE;
    end
  end
  always @ (*) begin  
    if((OP==7'b1100011)&((branch_predictor_state[PCD]==2'b10)|(branch_predictor_state[PCD]==2'b11))) begin
      P_PC = branch_predictor_PC[PCD];
    end
  end
  always @ (posedge clk) begin
    if((branch_predictor_state[PCE]==2'b00)|(branch_predictor_state[PCE]==2'b01)) begin  
      if(ZeroE & BranchE) begin  
        if(branch_predictor_state[PCE]==2'b00) begin
          branch_predictor_state[PCE] = 2'b01;
        end
        else begin
          branch_predictor_state[PCE] = 2'b11;
        end
      end
      if(!(ZeroE) & BranchE) begin  
        branch_predictor_state[PCE] = 2'b00;
      end
    end
    else begin  
      if(ZeroE & BranchE) begin  
        branch_predictor_state[PCE] = 2'b11;
      end
      if(!(ZeroE) & BranchE) begin   
        P_PC = PCE + 4;
        if(branch_predictor_state[PCE]==2'b11) begin
          branch_predictor_state[PCE] = 2'b10;
        end
        else begin
          branch_predictor_state[PCE] = 2'b00;
        end
      end
    end
  end
  always @ (*) begin
    Taken = ((OP==7'b1100011) & ((branch_predictor_state[PCD]==2'b10) | (branch_predictor_state[PCD]==2'b11)));
  end
  always @ (*) begin
    FlushD_BP = (((branch_predictor_state[PCD]==2'b10) | (branch_predictor_state[PCD]==2'b11)) & (OP==7'b1100011));
    FlushE_BP = (((branch_predictor_state[PCD]==2'b10) | (branch_predictor_state[PCD]==2'b11)) & (OP==7'b1100011));
  end
endmodule
==> flow/run.sh <==
#!/bin/bash
# OpenROAD 26Q1-2900-gdf79404cd8, Yosys 0.63+post, stock flow scripts
make -C /OpenROAD-flow-scripts/flow DESIGN_CONFIG=/design/flow/config.mk WORK_HOME=/design/flow/orfs finish
==> flow/config.mk <==
export PLATFORM = sky130hd
export DESIGN_NAME = Branch_Predictor
export DESIGN_NICKNAME = Branch_Predictor
export VERILOG_FILES = /design/flow/design.v
export SDC_FILE = /design/flow/constraint.sdc
export NUM_CORES = 4
export LEC_CHECK = 1
export CORE_UTILIZATION = 50
export SYNTH_MEMORY_MAX_BITS = 65536
==> flow/constraint.sdc <==
current_design Branch_Predictor

set clk_period 35.3
set clk_io_pct 0.2

create_clock -name clk0 -period $clk_period [get_ports {clk}]

set non_clock_inputs [all_inputs -no_clocks]
set_input_delay [expr $clk_period * $clk_io_pct] -clock clk0 $non_clock_inputs
set_output_delay [expr $clk_period * $clk_io_pct] -clock clk0 [all_outputs]
==> results.sh <==
# physical design summary
export IMPL_yosysWarnings=2
export IMPL_synth_top_area_share_pct=65.32
export IMPL_yosysUniqueCellTypes=111
export IMPL_edf_count=8224
export IMPL_flop_cell="edfxtp_1"
export IMPL_async_reset_ff_share_pct=0
export IMPL_stop_stage="synthesis (1_2_yosys)"
export IMPL_synthTopCellsByArea="edfxtp_1 65%, mux4_2 16%, dfxtp_1 2.7%"
export IMPL_largest_area_cell="edfxtp_1"
export IMPL_ys_chip_area_um2=378100
export IMPL_ys_ff=8766
export IMPL_outcome="did not finish"
export IMPL_error="ERROR: Found 32 problems in 'check -assert'."
export IMPL_yosys_cells=21931
[synth_stat cells (99+ instances only)]
master / n
edfxtp_1: 8224
mux4_2: 2680
nor4_1: 1173
nor2_1: 1007
clkbuf_1: 849
nor3_1: 832
a21oi_1: 795
nand2_1: 688
o21ai_0: 639
dfxtp_1: 510
or4_1: 481
nand3_1: 410
buf_1: 340
a22oi_1: 326
buf_2: 278
nand4_1: 212
a211oi_1: 204
a31oi_1: 195
mux2_2: 175
o22ai_1: 158
or3_1: 150
and3_1: 147
o31ai_1: 99
[kinds of logic after synthesis]
group / after synthesis / synth area share, %
AND/OR/NAND/NOR: 5369 / 7.643
latches: 32 / 0.1271
multiplexers: 2935 / 16.70
buffers and inverters: 1523 / 1.648
XOR/XNOR: 29 / 0.06718
flip-flops: 8734 / 68.02
adder cells (fa/ha/maj): 4 / 0.01324
AND-OR/OR-AND: 3305 / 5.787
