### ./config.mk
export PLATFORM = sky130hd
export DESIGN_NAME = instructionMemory
export DESIGN_NICKNAME = instructionMemory
export VERILOG_FILES = /design/flow/design.v
export SDC_FILE = /design/flow/constraint.sdc
export NUM_CORES = 4
export LEC_CHECK = 1
export CORE_AREA = 10 10 70 70
export DIE_AREA = 0 0 80 80
export SYNTH_MEMORY_MAX_BITS = 65536
### ./constraint.sdc
current_design instructionMemory

set clk_period 3.0
set clk_io_pct 0.2

create_clock -name clk0 -period $clk_period

set non_clock_inputs [all_inputs -no_clocks]
set_input_delay [expr $clk_period * $clk_io_pct] -clock clk0 $non_clock_inputs
set_output_delay [expr $clk_period * $clk_io_pct] -clock clk0 [all_outputs]
### ./design.v
module instructionMemory
    #(parameter Width = 32)
(
    input  [Width-1:0] address,
    output [Width-1:0] instruction
);
    reg [9:0] cutAddress;
    reg [Width-1:0] mem[0:1023];  
    initial begin
        mem[ 0] = 32'h05FB8263;  
        mem[ 4] = 32'h01DE8D33;  
        mem[ 8] = 32'h01DD0D33;  
        mem[12] = 32'h003D0D02;  
        mem[16] = 32'h000F0D82;  
        mem[20] = 32'h01BD0D33;  
        mem[24] = 32'h00CD8D82;  
        mem[28] = 32'h000D0C03;  
        mem[32] = 32'h000D8C83;  
        mem[36] = 32'h419C1C33;  
        mem[40] = 32'h018F8FB3;  
        mem[44] = 32'h001F0F02;  
        mem[48] = 32'h01EB8263;  
        mem[52] = 32'h01FE8007;  
        mem[56] = 32'h00000F82;  
        mem[60] = 32'h00000F02;  
        mem[64] = 32'h001E8E82;  
        mem[68] = 32'h03DB8863;  
    end
    assign instruction = mem[address];
endmodule
### ./run.sh
#!/bin/bash
# OpenROAD 26Q1-2900-gdf79404cd8, Yosys 0.63+post, stock flow scripts
make -C /OpenROAD-flow-scripts/flow DESIGN_CONFIG=/design/flow/config.mk WORK_HOME=/design/flow/orfs finish
==> impl_metrics.yaml <==
# flow metrics
outcome:
  status: "completed"
placed_design:
  dp_hpwl_um: 1920
  numPortBuffers: 29
  place_inst: 190
  pre_cts_slack_ps: -89.9
  gp_congestion: 0.902
layout:
  syn2layout_area_growth_pct: 60.3
  stdcell_count: 191
  fillers: 381
  comb_area_um2: 623
  n_sequential_cell: 0
  drive_gt1_frac: 0.214
  nClkBuffers: 0
  regArea_um2: 0
logic_synthesis:
  synth_cells: 106
  yosysTopAreaCell: "ha_1"
  ys_area_um2: 709
  ys_seq_share: 0
  ys_types: 35
  yosysTopAreaCellShare: 0.176
  netlist_top_cells_count: "10 x buf_4, 10 x ha_1, 9 x nor2_1, 8 x nand2_1"
  yosys_warnings: 1
  yosys-top-cells-area: "ha_1 18%, buf_4 11%, nand2b_1 5.3%"
  yosys_cells: 106
  synth_area_per_cell_um2: 6.69
  synth.cell_area_um2: 709
detailed_routing:
  via_count: 825
  route.met3.wl_um: 175
  wl_um: 2390
  viasPerCell: 4.32
  drt_iter0_drc: 41
  antennaDiodeCount: 0
  route.top_layer_used: "met3"
  remaining_drc_errors: 0
  routedWlPerCell_um: 12.5
  drt-met1-wl_um: 1070
  drt-pass1-iter-count: 4
  wl_met2_um: 1140
  postRouteAntennaNets: 0
global_routing:
  overflow: 0
  antenna_found_initial: 0
  grt_usage: 0.0734
  grt_max_degree: 18
  grt_pass1_vias: 868
  grt_pass1_wl_um: 4020
flow_run:
  warning_count: 68
  maxCapViolCount: 0
setup_path:
  crit_slowest_cell: "clkdlybuf4s50_1"
  required_ps: 2400
  critPathMaxStageDelay_ps: 450
  path_buffers: 3
  cp_common_cell: "clkdlybuf4s50_1"
  cp-end-kind: "primary output"
  cp-start-kind: "input pin"
  crit_chain: "clkdlybuf4s50_1, buf_4, nand2b_1, a211oi_1, or3_1, clkdlybuf4s50_1"
  cp_top_family: "buffers and inverters"
  cp.arrival_ps: 2290
  critPathKind: "in2out"
  cp_max_fo: 17
die:
  die-area_um2: 6400
  fp_util: 0.208
  fp.dieH_um: 80
  die_width_um: 80
  core-area_um2: 3420
  ios: 64
  rows: 21
pwr:
  swShare: 0.421
  ir_worst_vdd_uv: 52.4
  p_leak_uw: 0.000504
  powerDensity_nw_per_um2: 129
  pwr-share-seq: 0
  net-switching-power_uw: 61.9
  clkPwrFrac: 0
  p_total_uw: 147
  combPwrFrac: 1.000
  internal-power_uw: 84.9
final_timing:
  hold_viol: 0
  layout_setup_ws_ps: 106
  slew_viol_final: 0
  fin_crit_sh: 0.965
  fin_crit_ps: 2890
  fmax_mhz: 345
  rsz0062_at_grt: "no"
  setup-violations-final: 0
  setup_tns_ps: 0
hold_path:
  min_path_type: "in2out"
-- worst min-delay path, cell delays in order --
cell             delay (ps)
dlymetal6s2s_1          260
nor3_1                  120
clkdlybuf4s50_1         400
-- final timing paths --
path                         endpoint  depth (start not counted)  slack [ps]        from
worst min-delay path  instruction[26]                          3        1980  address[4]
worst max-delay path   instruction[9]                          6         110  address[6]
-- through the flow --
step | utilization | cell area, µm² | hold WS (ps)
global route | 0.333 | 1140 | 2020
floorplan | - | 732 | 1220
CTS | 0.326 | 1110 | 2190
detailed placement | 0.321 | 1100 | 2330
finish | 0.333 | 1140 | 1980
global placement | 0.321 | 1100 | 2340
-- cells by family after synthesis --
logic type               synth area share
other                              0.0106
AND-OR/OR-AND                       0.287
XOR/XNOR                           0.0123
adder cells (fa/ha/maj)             0.176
buffers and inverters               0.194
AND/OR/NAND/NOR                     0.305
multiplexers                       0.0141
-- per-layer routing --
metal | GRT usage | vias to the layer above
li1 | - | 434
met1 | 0.0923 | 370
met2 | 0.130 | 21
met3 | 0.0182 | 0
met4 | 0 | 0
met5 | 0 | -
-- layout make-up --
type	count	area share
Inverter	5	0.0165
Tap cell	46	0.0506
Timing Repair Buffer	48	0.385
Multi-Input combinational cell	92	0.548
-- power groups by stage --
| stage | Clock, µW | Sequential (µW) | Combinational, µW |
|---|---|---|---|
| after CTS | 0 | 0 | 148 |
| after global routing | 0 | 0 | 165 |
| final | 0 | 0 | 147 |
-- placed cells by master (no fill, tap or decap), types with 2 or more instances in the layout --
| master | count |
|---|---|
| nor3_1 | 3 |
| nor2b_1 | 4 |
| inv_1 | 2 |
| dlymetal6s2s_1 | 2 |
| nor2_2 | 2 |
| nand2_1 | 8 |
| conb_1 | 8 |
| dlygate4sd2_1 | 3 |
| nand2b_1 | 6 |
| nor2b_2 | 2 |
| nor3b_1 | 2 |
| and2_1 | 2 |
| buf_4 | 18 |
| o21ai_0 | 5 |
| a21oi_1 | 6 |
| ha_1 | 8 |
| o211ai_1 | 2 |
| inv_2 | 3 |
| clkdlybuf4s50_1 | 24 |
| o22ai_1 | 2 |
| nor2_1 | 8 |
| o21ai_1 | 5 |
| a211oi_1 | 3 |
-- timing repair --
item	CTS	global route
setup buffers	1	0
pin swaps	2	2
hold buffers	0	0
gates cloned	0	0
endpoints found under the setup margin	8	10
resized	6	8
No activity file was given, so power comes from the tool's default toggle rates.
